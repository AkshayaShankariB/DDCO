<file path="design/flow/run.sh">
#!/bin/bash
# OpenROAD 26Q1-2900-gdf79404cd8, Yosys 0.63+post, stock flow scripts
make -C /OpenROAD-flow-scripts/flow DESIGN_CONFIG=/design/flow/config.mk WORK_HOME=/design/flow/orfs finish
</file>
<file path="design/flow/config.mk">
export PLATFORM = sky130hd
export DESIGN_NAME = demux18
export DESIGN_NICKNAME = demux18
export VERILOG_FILES = /design/flow/design.v
export SDC_FILE = /design/flow/constraint.sdc
export NUM_CORES = 4
export LEC_CHECK = 1
export CORE_AREA = 10 10 70 70
export DIE_AREA = 0 0 80 80
</file>
<file path="design/flow/constraint.sdc">
current_design demux18

set clk_period 1.0
set clk_io_pct 0.2

create_clock -name clk0 -period $clk_period

set non_clock_inputs [all_inputs -no_clocks]
set_input_delay [expr $clk_period * $clk_io_pct] -clock clk0 $non_clock_inputs
set_output_delay [expr $clk_period * $clk_io_pct] -clock clk0 [all_outputs]
</file>
<file path="design/flow/design.v">
`timescale 1ns / 1ps
module demux18(a,en,s,y);
input a,en;
input [2:0]s;
output[7:0]y;
reg[7:0]y;
always@(a,en,s)
begin
if(!en)
  y=8'b00000000;
else 
begin
 y=8'b00000000;
 case(s)
   3'b000:y[0]=a;
   3'b001:y[1]=a;	
	3'b010:y[2]=a;
   3'b011:y[3]=a;
	3'b100:y[4]=a;
   3'b101:y[5]=a;	
	3'b110:y[6]=a;
   3'b111:y[7]=a;
	default:y=8'b00000000;
 endcase
end
end
endmodule
</file>
==> flow_metrics.tcl <==
# flow metrics
set metrics [dict create \
    status "finished, violations left" \
    violations "setup timing" \
    n_antenna_cell 0 \
    port_buffers 13 \
    ys.warnings.count 1 \
    crit_fanout 2 \
    gp_congestion 0.7763 \
    dpl_cell_area_sq_um 270.3 \
    cellLeakagePower_nw 0.1311 \
    finalClockPeriodUsage_pct 106.5 \
    die_height_um 80 \
    viasPerCell 2.354 \
    die_area_sq_mm 0.006400 \
    grt_pass1_wl_um 903 \
    drt_pre_antenna_iters 1 \
    hold_buffers 0 \
    cap_viol_max_count 0 \
    max_slew_margin_pct 91.73 \
    place_inst 75 \
    most_common_cell "nor2_1" \
    syn2layout_area_growth_pct 368.5 \
    drive_gt1_share_pct 81.82 \
    ant_nets 0 \
    worstPathRequired_ns 0.80 \
    power_density_mw_per_mm2 260.3 \
    worstSetupStartpointType "input pin" \
    yosys.area_share.aoi_pct 0 \
    ys_cells 14 \
    n_sequential_cell 0 \
    min_from "s[2]" \
    setup_violations 5 \
    ys_sh_mux_pct 0 \
    drc 0 \
    hold_violations 0 \
    flop_area_sq_um 0 \
    crit_type "in2out" \
    finalInstanceArea_sq_um 316.6 \
    yosysTopAreaCell "nor2_1" \
    nClkBuffers 0 \
    postSynthSeqShare_pct 0 \
    routed_wl_um 554 \
    synth.top_cell.area_share_pct 33.33 \
    worstPathArrival_ns 0.86 \
    drt-wirelength-per-cell_um 7.013 \
    grt_usage_pct 1.570 \
    xor_share_pct 0 \
    grt_max_degree 5 \
    grt_setup_unrepaired "true" \
    topCombFamilyByArea "simple AND/OR/NAND/NOR gates" \
    overflow 0 \
    initCoreUtil_pct 1.978 \
    ys_top_cells_by_area "nor2_1 33%, nor3_1 15%, or3b_1 13%, nand2_1 11%, nand3b_1 11%" \
    grt_pass1_vias 183 \
    instances_no_fill 79 \
    max_freq_ghz 0.9394 \
    die-width_um 80 \
    tightest_slew_ns 0.1234 \
    fin_crit_ns 1.065 \
    vias 186 \
    core_sq_mm 0.003416 \
    synth_cell_types 7 \
    slew_viol_final 0 \
    ys_sh_adder_pct 0 \
    antenna_found_initial 0 \
    yosys_area_sq_um 67.56 \
    endpoint_kind "primary output" \
    warnings 34 \
    min_path_type "in2out" \
    min_path_cells 4 \
    avgSynthCellArea_sq_um 4.826 \
    rows 21 \
    drt_iter0_markers 0 \
    common_cells "6 x nor2_1, 2 x nand2_1, 2 x nor3_1" \
    ir_drop_v 0.00002376 \
    fin_setup_tns_ns -0.2316 \
    syn_area_sq_um 67.57 \
    setup_slack_ns -0.06451 \
    whs_endpoint "y[1]" \
    synth-simple-area-share_pct 100.0 \
    syn_inst 14 \
    ios 13 \
]
-- critical path, stage by stage --
cell and delay, ns:
buf_6 0.10, or3b_4 0.38, nor2_1 0.09, buf_2 0.10
-- final cells by class --
cell class                 instances  area, sq um
tap                               46        57.56
fill                             401         3099
timing repair buffer              19        148.9
multi-input combinational         14        110.1
-- cell families after synthesis --
group / Yosys count
AND/OR/NAND/NOR: 14
-- power by group --
part           switching [mW]  leakage [nW]  total [mW]  internal [mW]
logic                  0.0332         0.131      0.0824         0.0492
clock network               0             0           0              0
registers                   0             0           0              0
total                  0.0332         0.131      0.0824         0.0492
-- cells in the final DEF (no fill, tap or decap) --
cell type / netlist / layout
clkdlybuf4s15_1: 0 / 1
buf_4: 0 / 3
buf_8: 0 / 1
buf_6: 0 / 5
nand3b_1: 1 / 1
buf_2: 0 / 8
or3b_4: 0 / 1
nand2_2: 0 / 1
nand2b_4: 0 / 1
nor2_1: 6 / 3
nand3_4: 0 / 1
nor3_2: 0 / 2
clkbuf_2: 0 / 1
nor2_2: 0 / 3
nand2_1: 2 / 1
-- timing repair --
action                                  CTS  global route
pin swaps                                11             5
endpoints found under the setup margin    8             8
buffers inserted                          5             0
resized                                  55             6
-- per-layer routing --
metal  GRT usage [%]  share of wire [%]  vias to the layer above
met3          0.5682                 18                        0
met5               0                  0                        -
met1           2.241                 46                       83
li1                -                  -                       90
met2           2.327                 36                       13
met4               0                  0                        0
-- stage by stage --
stage	util, %	hold WS [ns]	setup slack, ns	total power [mW]
after floorplan	-	0.4163	0.1715	0.01210
after global placement	7.912	1.383	-0.8073	0.05357
after detailed placement	7.912	1.393	-0.8226	0.05499
after CTS	9.121	0.7304	-0.07926	0.07518
after global routing	9.267	0.7295	-0.1031	0.08947
final	9.267	0.7176	-0.06451	0.08241
-- worst max-delay path by stage --
stage                 startpoint    to  slack (ns)  depth (start not counted)
after CTS                   s[2]  y[0]       -0.08                          4
after global routing          en  y[7]       -0.10                          6
final                       s[2]  y[0]       -0.06                          4
Power figures rest on the tool's default switching activity, not on a simulated workload.
