[constraint.sdc]
current_design bcdadder

set clk_period 4.9
set clk_io_pct 0.2

create_clock -name clk0 -period $clk_period

set non_clock_inputs [all_inputs -no_clocks]
set_input_delay [expr $clk_period * $clk_io_pct] -clock clk0 $non_clock_inputs
set_output_delay [expr $clk_period * $clk_io_pct] -clock clk0 [all_outputs]
[design.v]
`timescale 1ns / 1ps
module bcdadder(A,B,Cin,Sum,Carry);
input [3:0] A,B;
input Cin;
output [3:0] Sum;
output Carry;
reg [4:0]temp;
reg [3:0]Sum;
reg Carry;
always @ (A,B,Cin)
begin
   temp=A+B+Cin;
	if(temp>9)
	begin 
	   temp=temp+6;
		Carry=1;
		Sum=temp[3:0];
	end
	else
   begin 
	  Carry=0;
	  Sum=temp[3:0];
	end  
end
endmodule
[run.sh]
#!/bin/bash
# OpenROAD 26Q1-2900-gdf79404cd8, Yosys 0.63+post, stock flow scripts
make -C /OpenROAD-flow-scripts/flow DESIGN_CONFIG=/design/flow/config.mk WORK_HOME=/design/flow/orfs finish
[config.mk]
export PLATFORM = sky130hd
export DESIGN_NAME = bcdadder
export DESIGN_NICKNAME = bcdadder
export VERILOG_FILES = /design/flow/design.v
export SDC_FILE = /design/flow/constraint.sdc
export NUM_CORES = 4
export LEC_CHECK = 1
export CORE_AREA = 10 10 70 70
export DIE_AREA = 0 0 80 80
==> run_results.csv <==
group,metric,value,unit
floorplan,core-area,3420,um^2
floorplan,floorplan.core_util,6.19,%
synth,synth.top_cell.area_share,23.7,%
global_route,grt_overflow_total,0,
sta,hold_viol,0,
synth,avgSynthCellArea,9.61,um^2
drt,viasPerCell,2.73,
sta,relSlewSlack,68.2,%
setup_path,cp_num_buf_inv,3,
min_path,hp-start,"Cin",
global_route,antenna_found_initial,0,
final_layout,final_util,13.3,%
floorplan,die-area,6400,um^2
synth,top_area_cell,"ha_1",
final_layout,clock_buffers,0,
clock_network,cts_hold_buf,0,
synth,area_leaders,"ha_1 24%, fa_1 19%, o31ai_4 10%",
final_layout,layout-drive-gt1-share,25.0,%
final_layout,seqCellArea,0,um^2
setup_path,path_max_fanout,3,
floorplan,dieHeight,80,um
synth,netlist_area,211,um^2
final_layout,area_delta_synth_final,115,%
setup_path,slowest_stage,"fa_2",
run,maxCapViolations,0,
sta,fmax,209,MHz
placement,io_buffer_count,14,
final_layout,nFillCells,386,
final_layout,flop-count,0,
setup_path,start_kind,"input port",
global_route,grt_pass1_vias,249,
drt,remaining_drc_errors,0,
outcome,status,"complete, no violations",
sta,tightest_slew,0.477,ns
synth,ys_seq_share,0,%
pwr,pwr_density_cell,182,nW/um^2
setup_path,critPathTopFamily,"adder cells",
setup_path,crit_path_max_incr_delay,0.52,ns
setup_path,crit_type,"input port to primary output",
synth,ys_cells,22,
drt,wirelength,715,um
drt,antenna_cells,0,
pwr,p_total,82.8,uW
min_path,whs_path_depth,3,
setup_path,path_cells,"clkdlybuf4s50_1 -> fa_2 -> fa_2 -> inv_1 -> ha_2 -> a31o_1 -> o31ai_4 -> mux2i_1 -> clkdlybuf4s50_1",
sta,min_period,4.79,ns
floorplan,die_w,80,um
setup_path,worstPathArrival,3.81,ns
pwr,peakVddDrop,0.0402,mV
floorplan,io_pins,14,
sta,maxSlewViolCount,0,
sta,fin_hold_ws,2.77,ns
synth,syn-instance-count,22,
sta,fin_crit_sh,97.8,%
run,warnings,32,
drt,avgRoutedWirePerCell,8.31,um
synth,ys_area,211,um^2
setup_path,crit_path_end_kind,"primary output",
floorplan,rows,21,
drt,ant_nets,0,
pwr,p_leak,0.176,nW
synth,yosysWarnings,1,
placement,gp_congestion,0.797,
setup_path,required,3.92,ns
global_route,grt_pass1_wl,1.17,mm
min_path,min_path_type,"input port to primary output",
sta,setup_violations,0,
drt,vias,235,
global_route,grt_usage,2.20,%
synth,synth_cell_types,14,
global_route,grt_max_degree,5,
placement,dp_hpwl,653,um
drt,drtIter0Drc,4,
drt,first_pass_iters,2,
min_path,whs_endpoint,"Sum[0]",
==> timing repair <==
item,CTS,global route
pin swaps,1,2
cloned,0,0
endpoints found under the setup margin,1,3
gates resized,0,6
buffers inserted,0,3
==> synthesized netlist by cell type <==
cell type	n
ha_1	4
a21oi_1	3
fa_1	2
inv_1	2
xnor2_1	2
a2111oi_0	1
a21o_2	1
a31o_1	1
and3_1	1
mux2i_1	1
nand3_1	1
nor2b_1	1
o22ai_1	1
o31ai_4	1
==> layout make-up <==
type	count	area, um^2	share of cell area (%)
inverter	2	7.51	1.65
multi-input combinational	20	218	47.8
tap	46	57.6	12.6
timing repair buffer	18	173	37.9
==> layer usage <==
metal | GRT usage [%] | share of wire [%]
met1 | 3.04 | 47
met2 | 2.81 | 31
met3 | 1.59 | 22
met4 | 0 | 0
met5 | 0 | 0
==> how the worst max path moves through the flow <==
stage	start	cells after the start	endpoint
after global routing	B[0]	9	Sum[2]
final	B[0]	9	Sum[2]
after CTS	A[0]	9	Sum[2]
==> cells by family after synthesis <==
logic type	count (synthesis)	share of synthesized area [%]
xor gates and xnor gates	2	8.29
and+or+nand+nor	3	8.29
AOI/OAI and AO/OA	8	32.5
adders and majority gates	6	42.6
buffers and inverters	2	3.55
muxes	1	4.73
==> per-stage QoR <==
step / worst slack, ns / std cells / area (um^2) / setup TNS, ns
floorplan: 1.06 / 22 / 211 / 0
global placement: -0.00725 / 83 / 417 / -0.00725
detailed placement: -0.0610 / 83 / 417 / -0.0610
CTS: 0.00861 / 83 / 417 / 0
global route: -0.00247 / 86 / 455 / -0.00247
finish: 0.109 / 86 / 455 / 0
==> layout by cell type (no fill, tap or decap) <==
cell / count
dlymetal6s2s_1: 1
inv_1: 2
a31o_1: 1
buf_4: 4
a2111oi_2: 1
clkdlybuf4s50_1: 13
ha_1: 3
ha_2: 1
xnor2_1: 2
o22ai_1: 1
nor2b_1: 1
a21o_2: 1
and3_1: 1
o31ai_4: 1
nand3_1: 1
fa_2: 2
a21oi_1: 3
mux2i_1: 1
==> where the power goes <==
group	switching (mW)	total [mW]	internal [mW]
registers	0	0	0
logic	0.0291	0.0828	0.0538
clock network	0	0	0
Power and IR drop assume default switching activity.
